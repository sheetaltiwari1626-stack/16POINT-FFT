--- ./run.sh ---
#!/bin/bash
# OpenROAD 26Q1-2900-gdf79404cd8, Yosys 0.63+post, stock flow scripts
make -C /OpenROAD-flow-scripts/flow DESIGN_CONFIG=/design/flow/config.mk WORK_HOME=/design/flow/orfs finish
--- ./config.mk ---
export PLATFORM = sky130hd
export DESIGN_NAME = fft16_top_minimal
export DESIGN_NICKNAME = fft16_top_minimal
export VERILOG_FILES = /design/flow/design.v
export SDC_FILE = /design/flow/constraint.sdc
export NUM_CORES = 4
export LEC_CHECK = 1
export CORE_AREA = 10 10 211 211
export DIE_AREA = 0 0 221 221
--- ./constraint.sdc ---
current_design fft16_top_minimal

set clk_period 1.5
set clk_io_pct 0.2

create_clock -name clk0 -period $clk_period [get_ports {clk}]

set non_clock_inputs [all_inputs -no_clocks]
set_input_delay [expr $clk_period * $clk_io_pct] -clock clk0 $non_clock_inputs
set_output_delay [expr $clk_period * $clk_io_pct] -clock clk0 [all_outputs]
--- ./design.v ---
module fft16_top_minimal
#(
    parameter WIDTH = 16,
    parameter N = 16
)
(
    input clk,
    input rst,
    input load,
    input [3:0] addr_in,
    input signed [WIDTH-1:0] xr_in,
    output [N*WIDTH-1:0] st1_yr,
    output [N*WIDTH-1:0] st1_yi
);
    wire signed [WIDTH-1:0] xr_out0, xi_out0;
    input_buffer #(.N(N), .WIDTH(WIDTH)) inbuf (
        .clk(clk),
        .rst(rst),
        .load(load),
        .addr_in(addr_in),
        .xr_in(xr_in),
        .xr_out0(xr_out0),
        .xi_out0(xi_out0)
    );
    wire signed [WIDTH-1:0] xr_buf [0:N-1];
    wire signed [WIDTH-1:0] xi_buf [0:N-1];
    assign xr_buf[0] = xr_out0;
    assign xi_buf[0] = xi_out0;
    genvar i;
    generate
        for (i = 1; i < N; i = i + 1) begin : zeropad
            assign xr_buf[i] = 0;
            assign xi_buf[i] = 0;
        end
    endgenerate
    wire signed [WIDTH-1:0] st1_yr_array [0:N-1];
    wire signed [WIDTH-1:0] st1_yi_array [0:N-1];
    stage1_butterfly_all #(.WIDTH(WIDTH)) s1but (
        .xr_in0(xr_buf[0]),  .xi_in0(xi_buf[0]),
        .xr_in1(xr_buf[1]),  .xi_in1(xi_buf[1]),
        .xr_in2(xr_buf[2]),  .xi_in2(xi_buf[2]),
        .xr_in3(xr_buf[3]),  .xi_in3(xi_buf[3]),
        .xr_in4(xr_buf[4]),  .xi_in4(xi_buf[4]),
        .xr_in5(xr_buf[5]),  .xi_in5(xi_buf[5]),
        .xr_in6(xr_buf[6]),  .xi_in6(xi_buf[6]),
        .xr_in7(xr_buf[7]),  .xi_in7(xi_buf[7]),
        .xr_in8(xr_buf[8]),  .xi_in8(xi_buf[8]),
        .xr_in9(xr_buf[9]),  .xi_in9(xi_buf[9]),
        .xr_in10(xr_buf[10]),.xi_in10(xi_buf[10]),
        .xr_in11(xr_buf[11]),.xi_in11(xi_buf[11]),
        .xr_in12(xr_buf[12]),.xi_in12(xi_buf[12]),
        .xr_in13(xr_buf[13]),.xi_in13(xi_buf[13]),
        .xr_in14(xr_buf[14]),.xi_in14(xi_buf[14]),
        .xr_in15(xr_buf[15]),.xi_in15(xi_buf[15]),
        .yr_out0(st1_yr_array[0]),  .yi_out0(st1_yi_array[0]),
        .yr_out1(st1_yr_array[1]),  .yi_out1(st1_yi_array[1]),
        .yr_out2(st1_yr_array[2]),  .yi_out2(st1_yi_array[2]),
        .yr_out3(st1_yr_array[3]),  .yi_out3(st1_yi_array[3]),
        .yr_out4(st1_yr_array[4]),  .yi_out4(st1_yi_array[4]),
        .yr_out5(st1_yr_array[5]),  .yi_out5(st1_yi_array[5]),
        .yr_out6(st1_yr_array[6]),  .yi_out6(st1_yi_array[6]),
        .yr_out7(st1_yr_array[7]),  .yi_out7(st1_yi_array[7]),
        .yr_out8(st1_yr_array[8]),  .yi_out8(st1_yi_array[8]),
        .yr_out9(st1_yr_array[9]),  .yi_out9(st1_yi_array[9]),
        .yr_out10(st1_yr_array[10]),.yi_out10(st1_yi_array[10]),
        .yr_out11(st1_yr_array[11]),.yi_out11(st1_yi_array[11]),
        .yr_out12(st1_yr_array[12]),.yi_out12(st1_yi_array[12]),
        .yr_out13(st1_yr_array[13]),.yi_out13(st1_yi_array[13]),
        .yr_out14(st1_yr_array[14]),.yi_out14(st1_yi_array[14]),
        .yr_out15(st1_yr_array[15]),.yi_out15(st1_yi_array[15])
    );
    generate
        for (i = 0; i < N; i = i + 1) begin : out_flatten
            assign st1_yr[(i+1)*WIDTH-1:i*WIDTH] = st1_yr_array[i];
            assign st1_yi[(i+1)*WIDTH-1:i*WIDTH] = st1_yi_array[i];
        end
    endgenerate
endmodule
module input_buffer #(
    parameter N = 16,
    parameter WIDTH = 16
)(
    input  wire clk,
    input  wire rst,
    input  wire load,
    input  wire [3:0] addr_in,
    input  wire signed [WIDTH-1:0] xr_in,
    output wire signed [WIDTH-1:0] xr_out0,
    output wire signed [WIDTH-1:0] xi_out0,
    output wire signed [N*WIDTH-1:0] xr_flat,
    output wire signed [N*WIDTH-1:0] xi_flat
);
    reg signed [WIDTH-1:0] xr_mem [0:N-1];
    reg signed [WIDTH-1:0] xi_mem [0:N-1];
    integer i;
    always @(posedge clk or posedge rst) begin
        if (rst) begin
            for (i = 0; i < N; i = i + 1) begin
                xr_mem[i] <= 0;
                xi_mem[i] <= 0;
            end
        end else if (load) begin
            xr_mem[addr_in] <= xr_in;
            xi_mem[addr_in] <= 0;
        end
    end
    assign xr_out0 = xr_mem[0];
    assign xi_out0 = xi_mem[0];
    genvar k;
    generate
        for (k = 0; k < N; k = k + 1) begin : FLATTEN
            assign xr_flat[k*WIDTH +: WIDTH] = xr_mem[k];
            assign xi_flat[k*WIDTH +: WIDTH] = xi_mem[k];
        end
    endgenerate
endmodule
module stage1_butterfly_all #(parameter WIDTH=16)(
    input  wire signed [WIDTH-1:0] xr_in0, xr_in1, xr_in2, xr_in3,
    input  wire signed [WIDTH-1:0] xr_in4, xr_in5, xr_in6, xr_in7,
    input  wire signed [WIDTH-1:0] xr_in8, xr_in9, xr_in10, xr_in11,
    input  wire signed [WIDTH-1:0] xr_in12, xr_in13, xr_in14, xr_in15,
    input  wire signed [WIDTH-1:0] xi_in0, xi_in1, xi_in2, xi_in3,
    input  wire signed [WIDTH-1:0] xi_in4, xi_in5, xi_in6, xi_in7,
    input  wire signed [WIDTH-1:0] xi_in8, xi_in9, xi_in10, xi_in11,
    input  wire signed [WIDTH-1:0] xi_in12, xi_in13, xi_in14, xi_in15,
    output reg  signed [WIDTH-1:0] yr_out0, yr_out1, yr_out2, yr_out3,
    output reg  signed [WIDTH-1:0] yr_out4, yr_out5, yr_out6, yr_out7,
    output reg  signed [WIDTH-1:0] yr_out8, yr_out9, yr_out10, yr_out11,
    output reg  signed [WIDTH-1:0] yr_out12, yr_out13, yr_out14, yr_out15,
    output reg  signed [WIDTH-1:0] yi_out0, yi_out1, yi_out2, yi_out3,
    output reg  signed [WIDTH-1:0] yi_out4, yi_out5, yi_out6, yi_out7,
    output reg  signed [WIDTH-1:0] yi_out8, yi_out9, yi_out10, yi_out11,
    output reg  signed [WIDTH-1:0] yi_out12, yi_out13, yi_out14, yi_out15
);
    integer g;
    reg signed [WIDTH-1:0] xr [0:15];
    reg signed [WIDTH-1:0] xi [0:15];
    reg signed [WIDTH-1:0] yr [0:15];
    reg signed [WIDTH-1:0] yi [0:15];
    reg signed [WIDTH-1:0] xr0, xr1, xr2, xr3;
    reg signed [WIDTH-1:0] xi0, xi1, xi2, xi3;
    reg signed [WIDTH-1:0] yr0, yr1, yr2, yr3;
    reg signed [WIDTH-1:0] yi0, yi1, yi2, yi3;
    always @(*) begin
        xr[0]=xr_in0;  xr[1]=xr_in1;  xr[2]=xr_in2;  xr[3]=xr_in3;
        xr[4]=xr_in4;  xr[5]=xr_in5;  xr[6]=xr_in6;  xr[7]=xr_in7;
        xr[8]=xr_in8;  xr[9]=xr_in9;  xr[10]=xr_in10; xr[11]=xr_in11;
        xr[12]=xr_in12;xr[13]=xr_in13;xr[14]=xr_in14;xr[15]=xr_in15;
        xi[0]=xi_in0;  xi[1]=xi_in1;  xi[2]=xi_in2;  xi[3]=xi_in3;
        xi[4]=xi_in4;  xi[5]=xi_in5;  xi[6]=xi_in6;  xi[7]=xi_in7;
        xi[8]=xi_in8;  xi[9]=xi_in9;  xi[10]=xi_in10; xi[11]=xi_in11;
        xi[12]=xi_in12;xi[13]=xi_in13;xi[14]=xi_in14;xi[15]=xi_in15;
        for (g = 0; g < 4; g = g + 1) begin
            xr0 = xr[g];
            xr1 = xr[g + 4];
            xr2 = xr[g + 8];
            xr3 = xr[g + 12];
            xi0 = xi[g];
            xi1 = xi[g + 4];
            xi2 = xi[g + 8];
            xi3 = xi[g + 12];
            yr0 = xr0 + xr1 + xr2 + xr3;
            yi0 = xi0 + xi1 + xi2 + xi3;
            yr1 = xr0 - xr2 + xi1 - xi3;
            yi1 = xi0 - xi2 - xr1 + xr3;
            yr2 = xr0 - xr1 + xr2 - xr3;
            yi2 = xi0 - xi1 + xi2 - xi3;
            yr3 = xr0 - xr2 - xi1 + xi3;
            yi3 = xi0 - xi2 + xr1 - xr3;
            yr[g*4 + 0] = yr0;  yi[g*4 + 0] = yi0;
            yr[g*4 + 1] = yr1;  yi[g*4 + 1] = yi1;
            yr[g*4 + 2] = yr2;  yi[g*4 + 2] = yi2;
            yr[g*4 + 3] = yr3;  yi[g*4 + 3] = yi3;
        end
        { yr_out0,  yr_out1,  yr_out2,  yr_out3,
          yr_out4,  yr_out5,  yr_out6,  yr_out7,
          yr_out8,  yr_out9,  yr_out10, yr_out11,
          yr_out12, yr_out13, yr_out14, yr_out15 } =
          { yr[0], yr[1], yr[2], yr[3],
            yr[4], yr[5], yr[6], yr[7],
            yr[8], yr[9], yr[10], yr[11],
            yr[12], yr[13], yr[14], yr[15] };
        { yi_out0,  yi_out1,  yi_out2,  yi_out3,
          yi_out4,  yi_out5,  yi_out6,  yi_out7,
          yi_out8,  yi_out9,  yi_out10, yi_out11,
          yi_out12, yi_out13, yi_out14, yi_out15 } =
          { yi[0], yi[1], yi[2], yi[3],
            yi[4], yi[5], yi[6], yi[7],
            yi[8], yi[9], yi[10], yi[11],
            yi[12], yi[13], yi[14], yi[15] };
    end
endmodule
==> summary.txt <==
flop-to-flop setup slack - 0.55 ns
Sink Count - 16
Synth top area share - 0.8503
top post-synthesis cells by count - buf_4 (496), dfrtp_1 (16), mux2_4 (10)
number of DRC markers in iteration 0 - 8
initial antenna violation count - 0
Tcrit/Tclk final - 0.9758
Top logic family - buffers and inverters
Via Count - 1,805
Max Cap Viol - 0
overall routed net length - 9.745 mm
Mapped Cells - 533
RePlAce Congestion - 0.7530
post-synthesis cell count from yosys - 533
min cycle time layout - 1.464 ns
Post-synth seq share - 0.09143
clk buf depth - 2
first-pass GRT wire length - 13.19 mm
pin count of the biggest net entering global routing - 17
I/O Buffers - 86
final worst setup slack - 0.03623 ns
Clock Latency Late Sink - 0.24 ns
crit-path max FO - 8
final setup vio count - 0
# diodes - 0
Finished Cell Area - 0.004053 mm2
Critical R2R Launch - inbuf.xr_mem[0][11]
floorplan utilization - 0.1100
CTS tree - yes
Multiplexer share - 0.04971
VDD IR max - 0.0003361 V
Hold Crit Class - in -> async
die height - 221 um
root buffer cell - clkbuf_16
Simple-Gate Area Share - 0.004286
number of detailed-route iterations in the first pass - 4
Sw Share - 0.2349
outcome - completed
most frequent cell after synthesis - buf_4
Avg Inst Size Synth - 8.216 um2
Total GRT Usage - 0.03195
combinational power share - 0.435
Max Slew Vio Count - 0
num ports - 535
Async S/R FF share, synth - 1.000
share of cells above drive strength 1 - 0.06390
post-detailed-route DRC marker count - 0
Clock power frac - 0.258
post-synthesis cell type count - 9
htree depth - 1
Worst setup SP type - primary input
Die Size - 0.04884 mm2
hpwl dp - 9.138 mm
power per cell area - 556.9 mW/mm2
worst-case hold slack - 0.3634 ns
EDFF count, synth - 0
core area - 0.03982 mm2
Flop pwr share - 0.307
cts bufs inserted - 3
CP endpoint kind - flip-flop
Avg WL per Cell - 8.827 um
top flop regs - inbuf.xr_mem: 16 flops
Adder-Cell Fraction of Synth Area - 0
Worst-path clk slew - 0.05 ns
Total Power - 0.002257 W
Final Hold Viols - 0
P&R area growth vs syn - -7.457%
dominant cell type by area after synthesis - buf_4
max reg flops - 16
Fmax - 683.2 MHz
Post-synth regs - 16
DP Area - 0.003867 mm2
critical path class - in -> reg
overflow left after global routing - 0
Lkg Pwr - 2.369 nW
Sw Pwr - 0.0005302 W
Detail Route Antenna Nets - 0
Tool Warnings - 25
post-cts hold buffer count - 0
Yosys chip area - 0.004379 mm2
Biggest register - inbuf.xr_mem
Worst EP arrival - 1.59 ns
Final Skew - 0 ns
Die X - 221 um
area fraction in compound gates - 0
setup slack at placement - -0.2251 ns
Vias/cell - 1.635
Worst Setup SP - addr_in[1]
number of global-route vias before repair - 2,339
Synth Area in XOR/XNOR - 0
Mapped Area - 0.004379 mm2
Std-Cell Rows - 73
top cells, area - buf_4 (85%), dfrtp_1 (9.1%), mux2_4 (3.4%), mux2_2 (1.5%), nor4_2 (0.29%)
ys flop type - dfrtp_1
P_int - 0.001727 W
synth warn - 9
WP data required - 1.63 ns
==> logic make-up after synthesis <==
logic type / after synthesis
mux: 16
simple gates: 2
other cells: 1
buf+inv: 498
flops: 16
==> final cells by class <==
| cell class | count | area, um2 |
|---|---|---|
| multi-input combinational | 466 | 1918 |
| sequential | 16 | 411.6 |
| clock buffer | 4 | 88.84 |
| inverter | 1 | 3.754 |
| fill | 4544 | 35770 |
| tap | 525 | 656.9 |
| timing repair buffer | 92 | 973.4 |
==> per-layer routing <==
layer	up-vias	global-route usage	wire length, um
met4	0	0.005064	138
met5	-	0	0
met2	257	0.06111	5190
met1	774	0.03018	3231
li1	764	-	-
met3	10	0.01556	1186
==> metrics by stage <==
stage / setup TNS, ns / util / cells
after floorplan: 0 / - / 980
after global placement: -3.588 / 0.09712 / 1096
after detailed placement: -3.371 / 0.09712 / 1096
after CTS: 0 / 0.09963 / 1101
after global routing: -0.001981 / 0.1018 / 1104
final: 0 / 0.1018 / 1104
==> placed cells by master, fill, tap and decap left out, drive strengths merged <==
cell           count
dlygate4sd2        2
conb             448
nand2              1
buf                5
dfrtp             16
inv                1
mux2              16
nor4               1
dlymetal6s2s      16
clkbuf             5
clkdlybuf4s50     68
==> worst max-delay path, stage by stage <==
cell,delay [ns]
clkdlybuf4s50_1,0.41
nor4_2,0.24
nand2_2,0.15
clkbuf_16,0.20
mux2_4,0.29
==> power by group through the flow <==
stage | combinational, W | sequential [W] | clock, W
4_1_cts | 0.00105 | 0.000703 | 0.000602
5_1_grt | 0.00112 | 0.000726 | 0.000629
6_report | 0.000981 | 0.000694 | 0.000582
==> timing repair <==
item,CTS,global route
setup endpoints to repair,20,51
resized,7,20
buffers inserted,1,2
hold endpoints to repair,0,0
pin swaps,0,2
cloned,0,1
==> final timing paths <==
check | endpoint | cells after the start
setup / recovery | inbuf.xr_mem[0][11] | 5
max in group asynchronous | inbuf.xr_mem[0][11] | 3
hold / removal | inbuf.xr_mem[0][5] | 3
min in group clk0 | inbuf.xr_mem[0][5] | 1
hold reg to reg | inbuf.xr_mem[0][5] | 1
setup reg to reg | inbuf.xr_mem[0][11] | 2
Power figures rest on the tool's default switching activity, not on a simulated workload.
