`flow/config.mk`:
```
export PLATFORM = sky130hd
export DESIGN_NAME = twiddle_factor
export DESIGN_NICKNAME = twiddle_factor
export VERILOG_FILES = /design/flow/design.v
export SDC_FILE = /design/flow/constraint.sdc
export NUM_CORES = 4
export LEC_CHECK = 1
export CORE_AREA = 10 10 70 70
export DIE_AREA = 0 0 80 80
```
`flow/constraint.sdc`:
```
current_design twiddle_factor

set clk_period 1.6
set clk_io_pct 0.2

create_clock -name clk0 -period $clk_period

set non_clock_inputs [all_inputs -no_clocks]
set_input_delay [expr $clk_period * $clk_io_pct] -clock clk0 $non_clock_inputs
set_output_delay [expr $clk_period * $clk_io_pct] -clock clk0 [all_outputs]
```
`flow/run.sh`:
```
#!/bin/bash
# OpenROAD 26Q1-2900-gdf79404cd8, Yosys 0.63+post, stock flow scripts
make -C /OpenROAD-flow-scripts/flow DESIGN_CONFIG=/design/flow/config.mk WORK_HOME=/design/flow/orfs finish
```
`flow/design.v`:
```
module twiddle_factor #(parameter WIDTH = 16)(
    input  wire [3:0] addr,    
    output reg  signed [WIDTH-1:0] wr,  
    output reg  signed [WIDTH-1:0] wi   
);
    always @(*) begin
        case (addr)
            4'd0:  begin wr = 16'sd32767;  wi = 16'sd0;      end   
            4'd1:  begin wr = 16'sd30274;  wi = -16'sd12539; end   
            4'd2:  begin wr = 16'sd23170;  wi = -16'sd23170; end   
            4'd3:  begin wr = 16'sd12539;  wi = -16'sd30274; end   
            4'd4:  begin wr = 16'sd0;      wi = -16'sd32767; end   
            4'd5:  begin wr = -16'sd12539; wi = -16'sd30274; end
            4'd6:  begin wr = -16'sd23170; wi = -16'sd23170; end
            4'd7:  begin wr = -16'sd30274; wi = -16'sd12539; end
            4'd8:  begin wr = -16'sd32767; wi = 16'sd0;      end
            4'd9:  begin wr = -16'sd30274; wi = 16'sd12539;  end
            4'd10: begin wr = -16'sd23170; wi = 16'sd23170;  end
            4'd11: begin wr = -16'sd12539; wi = 16'sd30274;  end
            4'd12: begin wr = 16'sd0;      wi = 16'sd32767;  end
            4'd13: begin wr = 16'sd12539;  wi = 16'sd30274;  end
            4'd14: begin wr = 16'sd23170;  wi = 16'sd23170;  end
            4'd15: begin wr = 16'sd30274;  wi = 16'sd12539;  end
            default: begin wr = 16'sd0; wi = 16'sd0; end
        endcase
    end
endmodule
```
==> changes_impl.md <==
### Changed

- Status: finished with violations
- Failing checks: setup timing
- Crit path max fanout: 4
- CP Cell Sequence: buf_8, clkinvlp_4, ha_4, or2_4, a31o_4, buf_2
- Die Wd: 80 um
- Global route total overflow: 0
- Largest net degree at the start of global routing: 12
- CP Buf/Inv Count: 3
- Fin cells: 189
- First drt pass iteration count: 4
- Part of the power in registers: 0%
- P&R area growth vs syn: 131.2%
- Sequential cell area: 0 um2
- Met2 usage: approximately 14%
- Hold WS: 1.119 ns
- Std-Cell Core Area: 3416 um2
- Tmin final: 1.722 ns
- Synth Warn #: 1
- Initial DRC count: 30
- Setup crit start kind: primary input
- Met1 Use GR: 11.47%
- Period utilization: 107.6%
- # DRC: 0
- DR vias: roughly 800
- Max Cap Viol: 0
- Mapped Area: 616.8 um2
- Final WL: 2814 um
- Antenna violations before repair: 0
- Layout cell share with drive strength beyond 1: 75.52%
- Lkg Pwr: 0.6190 nW
- Largest area contributor in the netlist: ha_1
- P_int: approximately 0.00026 W
- Final-report setup violation count: 21
- Cell family with most CP delay: buffers and inverters
- Slowest-stage cell, CP: ha_4
- Synthesized area per cell: between 6 and 7 um2
- Slew @ Worst Pin: ~0.27 ns
- Crit end category: primary output
- Final Hold Violating Endpoints: 0
- Yosys synthesis chip area: between 600 and 700 um2
- Vias per cell: 4.280
- Fillcell total: 322
- Die Height: roughly 80 um
- Overall routing resource usage: 8.335%
- Type of the worst setup path: primary input to primary output
- Max Fclk: 0.5808 GHz
- Cells in synth_stat.txt: 90
- Comb pwr share: 100.0%
- Buffers on Ports: 36
- Final WS setup: -0.1217 ns
- Tool warnings: 42
- Top cells, area: ha_1 (16%), buf_4 (13%), nand2b_1 (6.1%), a21oi_1 (5.7%), nand2_1 (4.3%)
- Clk_buf instances: 0
- Gpl congestion: 0.7742
- GR Util met3: 1.364%
- Critical Path RT: 1.28 ns
- Dpl ws: -0.9622 ns
- Overall Power: 0.0004401 W
- Worst vdd ir: 0.1620 mV
- Max incr delay on CP: 0.28 ns
- Flip-flops: 0
- RSZ-0062 raised after global routing: true
- Relative slew slack: 82.20%
- Via count of the first global-routing pass: 895
- Unique cell types: 30
- Sw Pwr: 0.0001807 W
- Antenna cell count: 0
- Routed WL per cell: 14.89 um
- Placed cells: 174
- Die ar.: 6400 um2
- Dominant cell area share: 16.23%
- Slew Viols, Final: 0
- PD cells: 308.6 nW/um2
- Clock power share: 0%
- I/O pin cnt: 36
- Rows: 21
- Seq share, synth: 0%
- Setup TNS: -1.086 ns
- Sw Ratio: 41.05%
- Arrival @ worst endpoint: 1.40 ns
- DP Wirelength: 1748 um
- Worst Hold Class: primary input to primary output
- Hold-fix buffers, CTS: 0
- Global route hottest layer: met2
- Post-Synthesis Cells: 90
- First-pass GRT wire length: 4574 um
- ANT nets after route: 0
- Floorplan Utilization: between 15 and 20%
cell type report:
type / instances / area, um2 / area share [%]
Tap cell: 46 / 57.56 / 4.035
Inverter: 4 / 22.52 / 1.579
Timing Repair Buffer: 69 / 600.6 / 42.11
Multi-Input combinational cell: 70 / 745.7 / 52.28
worst paths after layout:
| path | from | to | slack, ns | cells after the start |
|---|---|---|---|---|
| max | addr[0] | wr[5] | -0.12 | 6 |
| min | addr[0] | wi[11] | 1.12 | 4 |
per-layer routing:
metal	share of wire (%)	vias to the layer above
met5	0	-
met4	0	0
met3	4.8	0
met2	46	17
met1	49	381
li1	-	411
kinds of logic after synthesis:
logic type | after synthesis | synth area share [%]
AOI/OAI and AO/OA | 31 | 33.87
and+or+nand+nor | 30 | 26.37
buffers and inverters | 20 | 21.70
adders and majority gates | 8 | 16.23
muxes | 1 | 1.825
power groups by stage:
stage / clock network [W] / registers [W] / logic (W)
finish: 0 / 0 / 0.000440
global route: 0 / 0 / 0.000479
CTS: 0 / 0 / 0.000424
cells in the mapped netlist, drive strengths merged (3+ instances only):
master	n
nand2b	6
a211oi	4
a31oi	3
nor2	6
o31ai	3
o21ai	6
ha	8
inv	4
a21oi	7
nand2	7
buf	15
nor2b	5
cell usage in the layout, fill, tap and decap left out, types with 2 or more instances in the layout:
| cell | count |
|---|---|
| ha_4 | 6 |
| o211ai_1 | 2 |
| or2_4 | 2 |
| nor2_1 | 4 |
| a31oi_2 | 2 |
| nor2_4 | 2 |
| nand3_2 | 2 |
| a21oi_2 | 5 |
| nand2_4 | 2 |
| a211oi_2 | 3 |
| buf_4 | 14 |
| o21ai_1 | 2 |
| buf_6 | 21 |
| nor2b_1 | 3 |
| nand2b_1 | 4 |
| nand2_1 | 5 |
| clkinvlp_4 | 2 |
| buf_8 | 3 |
| buf_2 | 21 |
| nand2b_4 | 2 |
| clkbuf_2 | 4 |
| a21o_1 | 2 |
| o31ai_1 | 2 |
| inv_2 | 2 |
| dlygate4sd2_1 | 3 |
| o21ai_2 | 2 |
repair_timing:
action,4_1_cts,5_1_grt
pin swaps,27,6
gates cloned,2,0
gates resized,173,15
setup buffers,14,0
setup endpoints to repair,32,29
hold endpoints to repair,0,0
per-stage QoR:
step / area (um2) / utilization, %
2_1_floorplan: 639.4 / -
3_3_place_gp: 1086 / 31.79
3_5_place_dp: 1086 / 31.79
4_1_cts: 1410 / 41.28
5_1_grt: 1426 / 41.76
6_report: 1426 / 41.76
Power is estimated from default activity; no workload was simulated.
